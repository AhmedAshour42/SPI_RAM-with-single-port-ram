<file path="flow/design.v">
module SPI_WRAPPER (clk, rst_n, MOSI, MISO, SS_n);
input clk, rst_n, MOSI, SS_n;
output MISO;
wire [9:0] rx_data;
reg [9:0] din;
wire [7:0] dout;
reg [7:0] tx_data;
wire rx_valid_spi, tx_valid_ram;
reg rx_valid_ram, tx_valid_spi;
spi_SLAVE_INTERFACE SPI_SLAVE (clk, rst_n, MOSI, MISO, SS_n, rx_data, rx_valid_spi, tx_data, tx_valid_spi);
spi_RAM RAM (clk, rst_n, din, rx_valid_ram, dout, tx_valid_ram);
always @(negedge clk) begin
	if (!rst_n) begin
		din<='b0;
		tx_data<='b0;
		rx_valid_ram<='b0;
		tx_valid_spi<='b0;
	end
	else begin
		din<=rx_data;
		tx_data<=dout;
		rx_valid_ram<=rx_valid_spi;
		tx_valid_spi<=tx_valid_ram;
	end
end
endmodule
module spi_RAM (clk, rst_n, din, rx_valid, dout, tx_valid);
parameter MEM_DEPTH = 256;
parameter ADDR_SIZE = 8;
input clk, rst_n, rx_valid;
input [9:0] din;
output reg tx_valid;
output reg [7:0] dout;
reg [7:0] mem [MEM_DEPTH-1:0];
reg [ADDR_SIZE-1:0] add_write, add_read;
always @(posedge clk or negedge rst_n) begin
	if (rst_n==0) begin
		dout<='b0;
		tx_valid<='b0;
	end
	else begin
	  case (din[9:8])
	    2'b00: begin
	    	if (rx_valid) begin
	    		add_write<=din[7:0];
	    		tx_valid<=0;
	    	end
	    end
	    2'b01: begin
	    	if (rx_valid) begin
	    		tx_valid<=0;
	    	end
	    end
	    2'b10: begin
	    	if (rx_valid) begin
	    		add_read<=din[7:0];
	    		tx_valid<=0;
	    	end
	    end
	    2'b11: begin
	    	dout<=mem[add_read];
	    	tx_valid<=1'b1;
	    end
	  endcase
	end
end
always @(posedge clk) begin
	if (din[9:8]==2'b01) begin
	    if (rx_valid) begin
	    	mem[add_write]<=din[7:0];
	    end
	end
end
endmodule
module spi_SLAVE_INTERFACE (clk, rst_n, MOSI, MISO, SS_n, rx_data, rx_valid, tx_data, tx_valid);
parameter IDLE = 3'b000;
parameter CHK_CMD = 3'b001;
parameter WRITE = 3'b010;
parameter READ_ADD = 3'b011;
parameter READ_DATA = 3'b100;
input clk, rst_n, MOSI, SS_n, tx_valid;
input [7:0] tx_data;
output reg MISO, rx_valid;
output reg [9:0] rx_data;
(* fsm_encoding = "sequential" *)
reg [2:0] cs, ns;
reg [4:0] counter;
reg recieved_add;
always @(posedge clk or negedge rst_n) begin
	if (rst_n==0) begin
		cs<= IDLE;
	end
	else begin
		cs<= ns;
	end
end
always @(*) begin
		case (cs)
	    IDLE:begin
	    	if (SS_n==0) begin
	    		ns=CHK_CMD;
	    	end
	    	else begin
	    		ns=IDLE;
	    	end
	    end
	    CHK_CMD:begin
	    	if (SS_n==1) begin
	    		ns=IDLE;
	    	end
	    	else begin
	    		if (MOSI==1) begin
	    			if (recieved_add==1) begin
	    			    ns=READ_DATA;
	    		    end
	    		    else begin
	    			    ns=READ_ADD;
	    		    end
	    		end
	    		else begin
	    			ns=WRITE;
	    		end
	    	end
	    end
	    WRITE:begin
	    	if (SS_n==1) begin
	    		ns=IDLE;
	    	end
	    	else begin
	    		ns=WRITE;
	    	end
	    end
	    READ_ADD:begin
	    	if (SS_n==1) begin
	    		ns=IDLE;
	    	end
	    	else begin
	    		ns=READ_ADD;
	    	end
	    end
	    READ_DATA:begin
	    	if (SS_n==1) begin
	    		ns=IDLE;
	    	end
	    	else begin
	    		ns=READ_DATA;
	    	end
	    end
	    default ns=IDLE;
	endcase    
end
always @(posedge clk) begin
	case (cs)
	    IDLE:begin
	    	counter=0;
	    	MISO=0;
	    	rx_valid=0;
	    	rx_data=0;
	    end
	    CHK_CMD:begin
	        counter=0;
	    	MISO=0;
	    	rx_valid=0;
	    	rx_data=0;
	    end
	    WRITE:begin
	    	if (counter<10) begin
	    		rx_data[9-counter]=MOSI;
	    		counter=counter+1;
	    		if (counter==10) begin
	    			rx_valid=1;
	    		end
	    	end
	    end
	    READ_ADD:begin
	    	if (counter<10) begin
	    		rx_data[9-counter]=MOSI;
	    		counter=counter+1;
	    		if (counter==10) begin
	    			rx_valid=1;
	    			recieved_add=1;
	    		end
	    	end
	    end
	    READ_DATA:begin
	    	recieved_add=0;
	    	if (counter<2) begin
	    		rx_data[9-counter]=MOSI;
	    		counter=counter+1;
	    	end
	    	else if (counter<10) begin
	    		if (tx_valid) begin
	    			MISO=tx_data[9-counter];
	    			counter=counter+1;
	    		end
	    	end
	    end
	endcase
end
endmodule
</file>
<file path="flow/run.sh">
#!/bin/bash
# OpenROAD 26Q1-2900-gdf79404cd8, Yosys 0.63+post, stock flow scripts
make -C /OpenROAD-flow-scripts/flow DESIGN_CONFIG=/design/flow/config.mk WORK_HOME=/design/flow/orfs finish
</file>
<file path="flow/config.mk">
export PLATFORM = sky130hd
export DESIGN_NAME = SPI_WRAPPER
export DESIGN_NICKNAME = SPI_WRAPPER
export VERILOG_FILES = /design/flow/design.v
export SDC_FILE = /design/flow/constraint.sdc
export NUM_CORES = 4
export LEC_CHECK = 1
export CORE_UTILIZATION = 40
</file>
<file path="flow/constraint.sdc">
current_design SPI_WRAPPER

set clk_period 30.2
set clk_io_pct 0.2

create_clock -name clk0 -period $clk_period [get_ports {clk}]

set non_clock_inputs [all_inputs -no_clocks]
set_input_delay [expr $clk_period * $clk_io_pct] -clock clk0 $non_clock_inputs
set_output_delay [expr $clk_period * $clk_io_pct] -clock clk0 [all_outputs]
</file>
==> run_results.csv <==
group,metric,value,unit
drt,ant_nets,0,
final_timing,tightest_slew,1120,ps
status,status,"complete, no violations",
setup_path,setup.worst_path.end,"tx_data[3]",
drt,routed_wl,201000,µm
drt,drt_first_pass_iters,5,
setup_path,slowest_delay,450,ps
yosys,syn_area_per_cell,19.4,µm²
floorplan,fp.dieH,458,µm
grt,grt_pass1_wl,297000,µm
hold_path,hold_class,"reg2reg",
final_timing,rsz0062_at_grt,"false",
yosys,ys_ff,2116,
yosys,yosysSeqAreaShare,75.9,%
setup_path,end_kind,"flop",
clocking,tritoncts,"done",
clocking,ctsLongestPathBuffers,3,
yosys,synth_cells,4296,
finish,layout_top_cells,"2082 x edfxtp_1, 434 x mux2i_1, 304 x mux4_2, 302 x nor2_1, 210 x clkbuf_16",
power_and_ir_drop,p_total,5.93,mW
setup_path,criticalPathCategory,"in2reg",
yosys,top_area_share,75.0,%
clocking,root_buffer,"clkbuf_16",
job,warning_count,60,
power_and_ir_drop,p_clk_share,41.9,%
setup_path,rr_startpoint,"din[8]",
setup_path,startpoint,"rst_n",
power_and_ir_drop,seqPwrFrac,55.5,%
grt,grt_start_max_net_pins,116,
place,dp_hpwl,123000,µm
power_and_ir_drop,powerDensity,63.9,nW/µm²
yosys,yosysWarningCount,4,
setup_path,cp_num_buf_inv,2,
drt,vias_per_cell,5.59,
clocking,htreeDepth,4,
floorplan,rows,167,
place,gp_congestion,0.919,
setup_path,r2r_setup_slack,11730,ps
floorplan,io_pins,5,
yosys,synth_cell_types,74,
power_and_ir_drop,p_int,4.70,mW
floorplan,chipArea,210000,µm²
clocking,cts_setup_buffers,0,
drt,drc,0,
floorplan,coreArea,207000,µm²
clocking,clkTransAtPathRegs,60,ps
setup_path,start_kind,"primary input",
floorplan,die_w,458,µm
final_timing,fin_ws,8810,ps
yosys,edf_count,2082,
drt,vias,41191,
clocking,cts.sink_count,2116,
setup_path,required,15830,ps
final_timing,maxSlewViolCount,0,
drt,drtIter0Drc,2525,
clocking,clock_latency,860,ps
place,dpl_cell_area,86300,µm²
floorplan,fp-utilization,40.2,%
drt,wire_per_inst,27.3,µm
job,cap_violations,0,
power_and_ir_drop,net-switching-power,1.23,mW
setup_path,cp.depth,3,
power_and_ir_drop,pwr-share-comb,2.6,%
final_timing,hold_viol_final,0,
yosys,synth_stat.cells,4296,
power_and_ir_drop,p_sw_share,20.8,%
final_timing,fin_tns_setup,0,ps
final_timing,slew_headroom,24.6,%
clocking,ctsHoldBuffers,0,
finish,final_area,92900,µm²
clocking,cts_made_buffers,208,
grt,grt_use_total,21.3,%
setup_path,cp_top_family,"buffers and inverters",
yosys,ys_area,83300,µm²
setup_path,r2r_cells,4,
finish,area_growth,11.4,%
setup_path,crit_chain,"clkdlybuf4s50_1, buf_4, and2_1",
final_timing,setup_viol,0,
power_and_ir_drop,power_leakage,29.8,nW
place,io_buffer_count,4,
yosys,yosysTopAreaCell,"edfxtp_1",
grt,grt_pass1_vias,44378,
final_timing,skew,76.5,ps
clocking,cts.repair.resized,0,
setup_path,path_max_fanout,36,
setup_path,r2r_end,"RAM.mem[83][0]",
finish,layout-drive-gt1-share,16.8,%
yosys,ff_type,"edfxtp_1",
setup_path,worst_ep_arrival_time,7020,ps
yosys,async_reset_ff_share,0.662,%
yosys,netlist_area,83300,µm²
setup_path,critical_path.slowest_cell,"clkdlybuf4s50_1",
place,pre_cts_ws,7990,ps
yosys,ys_top_cells_by_area,"edfxtp_1 75%, mux4_2 8.2%, mux2i_1 5.2%",
finish,lay_top_count,"edfxtp_1",
finish,final_core_util,44.8,%
grt,grt-ovfl-total,0,
power_and_ir_drop,ir_drop,48.8,µV
grt,antenna_found_initial,2,
-- through the flow --
| stage | instances | hold WS, ps |
|---|---|---|
| 2_1_floorplan | 4296 | 448 |
| 3_3_place_gp | 6967 | 491 |
| 6_report | 7370 | 508 |
| 3_5_place_dp | 6967 | 484 |
| 4_1_cts | 7368 | 509 |
| 5_1_grt | 7368 | 530 |
-- logic make-up (layout without fill, tap and decap cells) --
logic type	count (synthesis)	after routing	share of synthesized area, %
flops	2116	2116	75.9
mux	752	752	13.9
simple gates	603	603	3.26
compound gates	521	521	4.33
buf+inv	280	564	2.29
fa+ha+maj	15	15	0.225
xor+xnor	9	9	0.0946
other cells	0	2	0
-- power by group through the flow --
stage         clock, mW  combinational, mW  sequential, mW
finish             2.49              0.153            3.29
global route       2.65              0.170            3.30
CTS                2.53              0.156            3.29
-- synth_stat cells (all sizes together), types with 4 or more instances --
| cell type | n |
|---|---|
| edfxtp | 2082 |
| mux2i | 434 |
| mux4 | 317 |
| nor2 | 304 |
| buf | 159 |
| o22ai | 125 |
| clkbuf | 104 |
| nand2 | 102 |
| a21oi | 80 |
| o21ai | 80 |
| o221ai | 62 |
| nand3 | 54 |
| a211oi | 51 |
| a221oi | 45 |
| nor3 | 34 |
| a2111oi | 24 |
| and2 | 24 |
| dfxtp | 20 |
| inv | 17 |
| nor2b | 17 |
| nand4 | 16 |
| ha | 15 |
| a22oi | 14 |
| nand2b | 14 |
| dfrtp | 13 |
| a211o | 12 |
| nor4 | 7 |
| a31oi | 6 |
| xnor2 | 6 |
| and3 | 4 |
| and4b | 4 |
| nand3b | 4 |
| o211ai | 4 |
| or3 | 4 |
-- worst register-to-register path: cells and delay by family (launching register included) --
kind | cells | cell delay (ps)
simple gates | 3 | 2140
buf+inv | 1 | 480
flops | 1 | 400
-- per-layer routing --
layer / vias to the layer above / GRT usage (%) / share of wire [%]
li1: 17878 / - / -
met1: 20898 / 28.0 / 36
met2: 2077 / 30.8 / 47
met3: 332 / 14.0 / 15
met4: 6 / 5.20 / 3.1
met5: - / 0.735 / 0.15
-- registers in the layout, indices dropped and copies added, names as in the netlist, 5 cells and up --
register,cells
RAM.mem,2048
SPI_SLAVE.rx_data,10
din,10
RAM.add_read,8
RAM.add_write,8
RAM.dout,8
tx_data,8
SPI_SLAVE.counter,5
SPI_SLAVE.cs,5
-- cell type report --
cell class	count	area [µm²]
Tap cell	2788	3490
Timing Repair Buffer	146	1230
Multi-Input combinational cell	1900	18200
Clock buffer	265	5470
Sequential cell	2116	63300
Inverter	16	63.8
Clock inverter	137	1120
Fill cell	17198	114000
Antenna cell	2	5.00
-- worst min-delay path by stage --
stage | from | cells past startpoint | endpoint
finish | SPI_SLAVE.cs[2] | 2 | SPI_SLAVE.cs[2]
CTS | SPI_SLAVE.cs[2] | 2 | SPI_SLAVE.cs[2]
global route | RAM.dout[2] | 2 | RAM.dout[2]
Power is estimated from default activity; no workload was simulated.
